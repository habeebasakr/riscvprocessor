==> /design/flow/config.mk <==
export PLATFORM = sky130hd
export DESIGN_NAME = datamem
export DESIGN_NICKNAME = datamem
export VERILOG_FILES = /design/flow/design.v
export SDC_FILE = /design/flow/constraint.sdc
export NUM_CORES = 4
export LEC_CHECK = 1
export CORE_UTILIZATION = 40
==> /design/flow/constraint.sdc <==
current_design datamem

set clk_period 9.3
set clk_io_pct 0.2

create_clock -name clk0 -period $clk_period [get_ports {clk}]

set non_clock_inputs [all_inputs -no_clocks]
set_input_delay [expr $clk_period * $clk_io_pct] -clock clk0 $non_clock_inputs
set_output_delay [expr $clk_period * $clk_io_pct] -clock clk0 [all_outputs]
==> /design/flow/design.v <==
module datamem(input clk, input MemRead, input MemWrite, input [4:0] addr,
 input [31:0] data_in, input [31:0] inst, output reg[31:0]  data_out);
 reg [7:0] mem [0:63];
 always @(posedge clk)
 begin
 if (MemWrite)
    case(inst[14:12])
     3'b000: mem[addr] = data_in[7:0];  
     3'b001: {mem[addr+1], mem[addr]} = data_in[15:0]; 
     3'b010: {mem[addr+3], mem[addr+2],mem[addr+1], mem[addr]}= data_in[31:0];  
     endcase
 end
 always @(*) 
 begin
 if (MemRead==1)
 case(inst[14:12])
    3'b000: data_out={{24{mem[addr][7]}}, mem[addr]};  
    3'b001: data_out={{16{mem[addr+1][7]}},mem[addr+1], mem[addr]}; 
    3'b010: data_out= {mem[addr+3], mem[addr+2],mem[addr+1], mem[addr]}; 
    3'b100: data_out= {{16'b0},mem[addr+1],mem[addr]};
    3'b101: data_out= {{24'b0}, mem[addr]};
 endcase
 else data_out=0;
end
 initial begin
 {mem[3],mem[2],mem[1],mem[0]}=   32'd17;
  {mem[7],mem[6],mem[5],mem[4]}   =32'd9;
  {mem[11],mem[10],mem[9],mem[8]} =32'd25;
 end
endmodule
==> /design/flow/run.sh <==
#!/bin/bash
# OpenROAD 26Q1-2900-gdf79404cd8, Yosys 0.63+post, stock flow scripts
make -C /OpenROAD-flow-scripts/flow DESIGN_CONFIG=/design/flow/config.mk WORK_HOME=/design/flow/orfs finish
==> reports/results.ini <==
[logic_synthesis]
ys.flops=452
synth-main-ff-cell=edfxtp_1
synth_cells=3917
async_flop_share_pct=0
yosys_warnings=1
synth.avg_cell_area_sq_um=9.59
ys_types=78
yosys_area_sq_mm=0.0376
edf_count=420
ys_cells=3917
syn_area_sq_mm=0.0376

[clock_network]
numCtsBuffers=50
clock-root-buffer=clkbuf_16
clk_pin_slew_worst_paths_ns=0.06
cts_tree=built
cts_resized=0
cts_hold_buf=0
cts_max_path_buffers=3
htreeDepth=2
cts_setup_buffers=0

[min_path]
min_path_type=primary input to register

[finish]
fillers=8637
final_cells=5075
drive_above_1_share_pct=18.5
area_growth_pct=8.77
final_cell_mix=nand2_1 (649), mux2i_1 (432), edfxtp_1 (420)
layout_top_cell=nand2_1

[outcome]
status=finished clean

[final_timing]
finalSetupViolCount=0
slew_viol_final=0
untimed_endpoints=64
fin_crit_sh_pct=67.0
unclocked_pins=32
hold_viol_final=0
max_slew_margin_pct=19.4
period_needed_ns=6.23
tightest_slew_ns=1.21
holdWs_ns=1.79
rsz0062_at_grt=false
clock.fmax_mhz=160
final.setup.tns_ns=0

[place]
place_congestion=1.18
dp_hpwl_um=119000
placed_cells=4974
port_buffers=74

[worst_setup_path]
crit_fanout=53
cp.arrival_ns=6.52
required_ns=9.59
critPathLaunchType=primary input
crit_path_end_kind=register
worstSetupPathType=primary input to register

[drt]
wl_um=176000
drtIter0Drc=4326
wire_per_inst_um=34.8
firstDrtPassIters=9
via_per_inst=6.71
ant_nets=0
drc=0
vias=34036

[floorplanning]
core-area_sq_mm=0.0932
die_w_um=308
dieArea_sq_mm=0.0951
die_h_um=308
rows=112
ios=104
fp_util_pct=40.3

[pwr]
ir_drop_mv=0.138
pwr_density_cell_mw_per_mm2=136
p_leak_uw=0.0141
fin_total_pwr_uw=5550

[job]
tool_warnings=58
max_cap_viol_count=0

[global_route]
globalRoute.totalOverflow=0
grt_pass1_wl_um=245000
grt_max_degree=56
grt_pass1_vias=32040
grt_usage_pct=39.3
antenna_found_initial=10

## metrics by stage
step | setup slack (ns) | cell area (sq um) | utilization, %
floorplan | 4.00 | 37700 | -
global placement | 2.91 | 39200 | 42.0
detailed placement | 2.90 | 39200 | 42.0
CTS | 3.50 | 40800 | 43.8
global route | 3.19 | 40800 | 43.8
finish | 3.07 | 40800 | 43.8
## worst max-delay path, stage by stage
cell,delay (ns)
buf_6,0.54
inv_2,0.12
ha_4,0.23
xor2_4,0.68
buf_4,0.79
nor2_1,0.17
nand2_1,0.76
nor2_1,0.47
or4_1,0.83
## worst paths after layout
kind                     from    endpoint  slack [ns]  depth (start not counted)
setup / recovery      addr[1]  mem[23][4]        3.07                          9
hold / removal    data_in[24]   mem[0][0]        1.79                          3
## kinds of logic after synthesis
kind of cell | Yosys count | share of synthesized area [%]
mux | 761 | 30.0
other cells | 1 | 0.00999
fa+ha+maj | 7 | 0.227
simple gates | 1312 | 14.9
latches | 32 | 1.28
xor+xnor | 19 | 0.583
compound gates | 868 | 13.5
flops | 420 | 33.6
buf+inv | 497 | 5.95
## per-layer routing
metal | GRT usage [%] | vias to the layer above | share of wire (%)
li1 | - | 14314 | -
met1 | 45.6 | 16028 | 32
met2 | 52.1 | 2969 | 40
met3 | 29.5 | 683 | 19
met4 | 20.6 | 42 | 7.4
met5 | 9.97 | - | 0.79
## cells in the mapped netlist (8+ instances only)
library cell,count,area share (%)
nand2_1,649,6.5
mux2i_1,432,12
edfxtp_1,420,34
nor2_1,341,3.4
o21ai_0,311,4.1
mux4_2,284,17
clkbuf_1,283,2.8
a21oi_1,269,3.6
nand3_1,150,2.0
buf_2,126,1.7
a211oi_1,52,1.0
mux2_2,43,1.3
a21o_1,40,0.80
buf_4,38,0.76
a32oi_1,35,0.82
dlxtn_1,32,1.3
a31oi_1,30,0.50
nand4_1,30,0.50
buf_1,29,0.29
nor2_2,28,0.47
o22ai_1,28,0.47
nor4_1,22,0.37
nor3_1,19,0.25
o21ai_1,19,0.25
a22oi_1,16,0.32
or4_1,15,0.30
a311oi_1,13,0.30
xnor2_1,13,0.30
nor2b_1,12,0.20
a21oi_2,10,0.23
and2_1,10,0.17
inv_1,10,0.10
and3_1,9,0.15
buf_6,9,0.27
o211ai_1,8,0.16
## report_power, final
part / switching, uW / internal (uW) / total, uW
clock: 865 / 1170 / 2030
sequential: 33.1 / 2130 / 2170
combinational: 918 / 436 / 1350
total: 1820 / 3740 / 5550
## sequential cells by signal, summed over array words and instances (netlist names)
signal / count
data_out: 32
mem: 420
## layout make-up
cell class | instances | area [sq um] | share of cell area, %
Sequential cell | 452 | 13100 | 32.1
Timing Repair Buffer | 253 | 1920 | 4.70
Clock buffer | 57 | 1340 | 3.28
Inverter | 12 | 45.0 | 0.110
Antenna cell | 8 | 20.0 | 0.0490
Tap cell | 1254 | 1570 | 3.84
Clock inverter | 36 | 309 | 0.757
Multi-Input combinational cell | 3003 | 22600 | 55.2
