==> /design/flow/design.v <==
module InstMem (input [5:0] addr , output [31:0] data_out);
 reg [7:0] mem [0:255];
 assign data_out ={mem[3+addr],mem[2+addr],mem[1+addr], mem[addr]};
 initial begin
{mem[3],mem[2],mem[1],mem[0]}     =32'b0000000_00000_00000_000_00000_0110011 ;  
{mem[7],mem[6],mem[5],mem[4]}  =32'b000000000000_00000_010_00001_0000011 ;  
{mem[11],mem[10],mem[9],mem[8]}    =32'b000000000100_00000_010_00010_0000011 ;  
{mem[15],mem[14],mem[13],mem[12]}  =32'b000000001000_00000_010_00011_0000011 ;  
{mem[19],mem[18],mem[17],mem[16]}   =32'b0000000_00010_00001_110_00100_0110011 ;  
{mem[23],mem[22],mem[21],mem[20]}   =32'b0_000000_00011_00100_000_0100_0_1100011 ;  
{mem[27],mem[26],mem[25],mem[24]}  =32'b0000000_00010_00001_000_00011_0110011 ;  
{mem[31],mem[30],mem[29],mem[28]}  =32'b0000000_00010_00011_000_00101_0110011 ;  
{mem[35],mem[34],mem[33],mem[32]}   =32'b0000000_00101_00000_010_01100_0100011;  
{mem[39],mem[38],mem[37],mem[36]}   =32'b000000001100_00000_010_00110_0000011 ;  
{mem[43],mem[42],mem[41],mem[40]}   =32'b0000000_00001_00110_111_00111_0110011 ;  
{mem[47],mem[46],mem[45],mem[44]}   =32'b0100000_00010_00001_000_01000_0110011 ;  
{mem[51],mem[50],mem[49],mem[48]}   =32'b0000000_00010_00001_000_00000_0110011 ;  
{mem[55],mem[54],mem[53],mem[52]} =32'b0000000_00001_00000_000_01001_0110011 ;  
end
endmodule 
==> /design/flow/run.sh <==
#!/bin/bash
# OpenROAD 26Q1-2900-gdf79404cd8, Yosys 0.63+post, stock flow scripts
make -C /OpenROAD-flow-scripts/flow DESIGN_CONFIG=/design/flow/config.mk WORK_HOME=/design/flow/orfs finish
==> /design/flow/config.mk <==
export PLATFORM = sky130hd
export DESIGN_NAME = InstMem
export DESIGN_NICKNAME = InstMem
export VERILOG_FILES = /design/flow/design.v
export SDC_FILE = /design/flow/constraint.sdc
export NUM_CORES = 4
export LEC_CHECK = 1
export CORE_AREA = 10 10 103 103
export DIE_AREA = 0 0 113 113
==> /design/flow/constraint.sdc <==
current_design InstMem

set clk_period 4.6
set clk_io_pct 0.2

create_clock -name clk0 -period $clk_period

set non_clock_inputs [all_inputs -no_clocks]
set_input_delay [expr $clk_period * $clk_io_pct] -clock clk0 $non_clock_inputs
set_output_delay [expr $clk_period * $clk_io_pct] -clock clk0 [all_outputs]
==> changes_impl.md <==
### Physical design

- Min Hold Slack: 3.11 ns
- Setup WS post-layout: around 0.18 ns
- Yosys cell count: 386
- Place WS: around 0.13 ns
- Placed instance count: 534
- Critical Path Fanout Max: 23
- Final tally of max-slew violations: 0
- Average footprint of a synthesized cell: 6.42 sq um
- Pin count of the biggest net entering global routing: 24
- Number of standard cells in the layout, taps in and fillers out: ~540
- Setup Viol. Count Final: 0
- Buffers on Ports: 34
- Worst min-delay path class: input port to output pin
- Number of warning messages in the logs: 45
- Overflow after GRT: 0
- Leak: 1.30 nW
- Syn Inst Count: 386
- Crit path arrival time: 3.50 ns
- Hold Fails Final Rpt: 0
- Core region area: just over 8000 sq um
- Total half-perimeter wirelength after legalization and detailed placement: 6600 microns
- Core utilization before placement: between 20 and 30%
- Post-route design area: roughly 3200 sq um
- Number of DRC violations after detailed routing: 0
- Most Crowded Layer GR: met1
- Post-synth area from yosys stat: 2480 sq um
- Total via count after detailed routing: 3142
- Count of filler cells inserted in the layout: 875
- Yosys Warn Count: 1
- Number of diodes added for antenna fixing: 0
- DRC marker count from the first detailed-route iteration: 182
- Global-route total usage across every layer: 12.7%
- Share of post-route cells with drive strength above 1: 18.6%
- Count of TritonRoute iterations in the first routing pass: 5
- Final weighted congestion of routability-driven global placement: 0.939
- Top achievable clock speed: 0.226 GHz
- Sequential cell count: 0
- Chip area: 12800 sq um
- Ratio of total power to cell area: 128 nW/um^2
- Wire length of the first global-routing pass: 14200 microns
- I/O Pins: 38
- WL/cell: 16.5 microns
- Global Route met1 Usage: about a fifth
- Row count: 33
- Critical Path Source Type: input port
- Nature of the critical path endpoint: output pin
- Cell area reported after detailed placement: between 3000 and 4000 sq um
- Grt met2 use: 19.0%
- Remaining antenna violation count after routing: 0
- Count of unique library cells instantiated by Yosys: between 60 and 70
- Y dimension of the die: between 100 and 150 microns
- Result of the run: complete, no violations
- Die width: 113 microns
- Area added between synthesis and finish: 30.4%
- Met3 demand-to-capacity share in global routing: 1.18%
- Total area of sequential cells: 0 sq um
- Fin crit share: a little under 100%
- Combined area of the multi-input logic cells: 2290 sq um
- Type of the worst setup path: input port to output pin
- Worst IR Drop VDD: ~57 uV
- Sequential element share of the synthesized area: 0%
- Crit path required time: 3.68 ns
- Combined area of all synthesized cells: 2480 sq um
- Max-capacitance violation count: 0
- Routed wire length: roughly 8800 microns
- Time the final worst path needs with I/O delays and setup: 4.42 ns
- Number of clock buffer instances in the layout: 0
- RSZ-0062 raised after global routing: yes
- Initial antenna violation count: 0
- Vias in the first global route: 2719
- Post-detailed-route via-to-cell ratio: 5.86
layer usage:
metal | wire length [microns] | part of all wire (%)
met5 | 0 | 0
met4 | 51 | 0.58
met3 | 643 | 7.3
met2 | 3820 | 43
met1 | 4310 | 49
cell type report:
| class | instances | share of cell area (%) |
|---|---|---|
| Timing Repair Buffer | 89 | 24.2 |
| Tap cell | 105 | 4.06 |
| Multi-Input combinational cell | 334 | 70.8 |
| Inverter | 8 | 0.929 |
cells in the mapped netlist (all sizes together), types with 8 or more instances:
cell    count  area, sq um
a21oi      31          159
a31oi      10         62.6
and3        8         50.1
buf        25          149
clkbuf     22         83.8
ha         16          200
inv         8         30.0
mux2i      14          140
nand2      35          134
nand3      15         80.1
nor2       32          120
nor3       11         55.1
o211ai      9         67.6
o21ai      44          220
xnor2      16          178
where the power goes:
part	leakage [nW]	switching (W)	total [W]	internal (W)
Sequential	0	0	0	0
Clock	0	0	0	0
Combinational	1.30	0.000209	0.000415	0.000205
worst paths after layout:
path                  startpoint            to  slack (ns)  cells past startpoint
worst min-delay path     addr[4]   data_out[4]        3.11                      5
worst max-delay path     addr[2]  data_out[21]        0.18                     10
placed cells by master (no fill, tap or decap), types with 6 or more instances in the layout:
cell | netlist | final
sky130_fd_sc_hd__nand3_1 | 14 | 14
sky130_fd_sc_hd__nand2_1 | 34 | 34
sky130_fd_sc_hd__mux2i_1 | 14 | 14
sky130_fd_sc_hd__ha_1 | 16 | 15
sky130_fd_sc_hd__and3_1 | 8 | 8
sky130_fd_sc_hd__xnor2_1 | 11 | 8
sky130_fd_sc_hd__clkdlybuf4s50_1 | 0 | 34
sky130_fd_sc_hd__xnor2_2 | 5 | 6
sky130_fd_sc_hd__a31oi_1 | 10 | 10
sky130_fd_sc_hd__o21ai_0 | 43 | 43
sky130_fd_sc_hd__a21oi_1 | 30 | 30
sky130_fd_sc_hd__buf_4 | 8 | 52
sky130_fd_sc_hd__o211ai_1 | 9 | 9
sky130_fd_sc_hd__nor3_1 | 11 | 11
sky130_fd_sc_hd__nor2_1 | 32 | 32
cells by family (layout without fill, tap and decap cells):
logic type	count (synthesis)	count (layout)	synth area share, %
xor+xnor	18	18	8.18
compound gates	151	151	39.7
fa+ha+maj	16	16	8.08
other cells	1	4	0.151
mux	19	19	8.38
simple gates	126	126	24.9
buf+inv	55	97	10.6
stage by stage:
stage	total power (W)	TNS, ns	utilization, %
2_1_floorplan	0.000236	0	-
3_3_place_gp	0.000399	0	38.0
3_5_place_dp	0.000400	0	38.0
4_1_cts	0.000402	0	38.0
5_1_grt	0.000454	-0.0132	39.0
6_report	0.000415	0	39.0
repair_timing:
item,4_1_cts,5_1_grt
hold buffers,0,0
setup buffers,0,1
gates resized,0,9
endpoints found under the hold margin,0,0
endpoints found under the setup margin,0,11
critical path, cell delays in order:
cell and delay [ns]:
sky130_fd_sc_hd__clkdlybuf4s50_1 0.55, sky130_fd_sc_hd__buf_4 0.19, sky130_fd_sc_hd__inv_1 0.13, sky130_fd_sc_hd__ha_1 0.34, sky130_fd_sc_hd__buf_12 0.17, sky130_fd_sc_hd__nor2_1 0.22
sky130_fd_sc_hd__nor2_1 0.07, sky130_fd_sc_hd__o311ai_1 0.24, sky130_fd_sc_hd__o31a_1 0.19, sky130_fd_sc_hd__clkdlybuf4s50_1 0.47
Power figures rest on the tool's default switching activity, not on a simulated workload.
